**flow/run.sh**
```bash
#!/bin/bash
# OpenROAD 26Q1-2900-gdf79404cd8, Yosys 0.63+post, stock flow scripts
make -C /OpenROAD-flow-scripts/flow DESIGN_CONFIG=/design/flow/config.mk WORK_HOME=/design/flow/orfs finish
```
**flow/design.v**
```verilog
module decoder_lsh (
    input [3:0] din,
    output reg [15:0] dout
);
    always @(*) begin
        case (din)
            4'b0000: dout <= 16'b1111111111111111;
            4'b0001: dout <= 16'b0111111111111111;
            4'b0010: dout <= 16'b0011111111111111;
            4'b0011: dout <= 16'b0001111111111111;
            4'b0100: dout <= 16'b0000111111111111;
            4'b0101: dout <= 16'b0000011111111111;
            4'b0110: dout <= 16'b0000001111111111;
            4'b0111: dout <= 16'b0000000111111111;
            4'b1000: dout <= 16'b0000000011111111;
            4'b1001: dout <= 16'b0000000001111111;
            4'b1010: dout <= 16'b0000000000111111;
            4'b1011: dout <= 16'b0000000000011111;
            4'b1100: dout <= 16'b0000000000001111;
            4'b1101: dout <= 16'b0000000000000111;
            4'b1110: dout <= 16'b0000000000000011;
            4'b1111: dout <= 16'b0000000000000001;
            default: dout <= 16'b0;
        endcase
    end
endmodule  
module decoder_rsh (
    input [3:0] din,
    output reg [15:0] dout
);
    always @(*) begin
        case (din)
            4'b0000: dout <= 16'b1111111111111111;
            4'b0001: dout <= 16'b1111111111111110;
            4'b0010: dout <= 16'b1111111111111100;
            4'b0011: dout <= 16'b1111111111111000;
            4'b0100: dout <= 16'b1111111111110000;
            4'b0101: dout <= 16'b1111111111100000;
            4'b0110: dout <= 16'b1111111111000000;
            4'b0111: dout <= 16'b1111111110000000;
            4'b1000: dout <= 16'b1111111100000000;
            4'b1001: dout <= 16'b1111111000000000;
            4'b1010: dout <= 16'b1111110000000000;
            4'b1011: dout <= 16'b1111100000000000;
            4'b1100: dout <= 16'b1111000000000000;
            4'b1101: dout <= 16'b1110000000000000;
            4'b1110: dout <= 16'b1100000000000000;
            4'b1111: dout <= 16'b1000000000000000;
            default: dout <= 16'b0;
        endcase
    end
endmodule  
module decoder_sar (
    input [3:0] din,
    output reg [15:0] dout
);
    always @(*) begin
        case (din)
            4'b0000: dout <= 16'b0000000000000000;
            4'b0001: dout <= 16'b0000000000000001;
            4'b0010: dout <= 16'b0000000000000011;
            4'b0011: dout <= 16'b0000000000000111;
            4'b0100: dout <= 16'b0000000000001111;
            4'b0101: dout <= 16'b0000000000011111;
            4'b0110: dout <= 16'b0000000000111111;
            4'b0111: dout <= 16'b0000000001111111;
            4'b1000: dout <= 16'b0000000011111111;
            4'b1001: dout <= 16'b0000000111111111;
            4'b1010: dout <= 16'b0000001111111111;
            4'b1011: dout <= 16'b0000011111111111;
            4'b1100: dout <= 16'b0000111111111111;
            4'b1101: dout <= 16'b0001111111111111;
            4'b1110: dout <= 16'b0011111111111111;
            4'b1111: dout <= 16'b0111111111111111;
            default: dout <= 16'b1;
        endcase
    end
endmodule  
module lsh_data (
    input [15:0] din,
    input [3:0] s,
    output wire [15:0] dout
);
    wire [15:0] dec_out;
    decoder_lsh dec0(s, dec_out);
    assign dout = din & dec_out;
endmodule  
module mux4b2_1 (
    input [3:0] a,
    input [3:0] b,
    input sel,
    output reg [3:0] y
);
    always @(*) begin
        if (sel)
            y <= b;
        else
            y <= a;
    end
endmodule  
module ror_shifter16 (
    input [15:0] din,
    input [3:0] s,
    output wire [15:0] dout
);
    wire [15:0] dout_1, dout_2, dout_3;
    mux4b2_1  m0(din[15:12], din[7:4], s[3], dout_3[15:12]);
    mux4b2_1  m1(din[11:8], din[3:0], s[3], dout_3[11:8]);
    mux4b2_1  m2(din[7:4], din[15:12], s[3], dout_3[7:4]);
    mux4b2_1  m3(din[3:0], din[11:8], s[3], dout_3[3:0]);
    mux4b2_1  m4(dout_3[15:12], dout_3[3:0], s[2], dout_2[15:12]);
    mux4b2_1  m5(dout_3[11:8], dout_3[15:12], s[2], dout_2[11:8]);
    mux4b2_1  m6(dout_3[7:4], dout_3[11:8], s[2], dout_2[7:4]);
    mux4b2_1  m7(dout_3[3:0], dout_3[7:4], s[2], dout_2[3:0]);
    mux4b2_1  m8(dout_2[15:12], { dout_2[1:0], dout_2[15:14] }, s[1], dout_1[15:12]);
    mux4b2_1  m9(dout_2[11:8], dout_2[13:10], s[1], dout_1[11:8]);
    mux4b2_1 m10(dout_2[7:4], dout_2[9:6], s[1], dout_1[7:4]);
    mux4b2_1 m11(dout_2[3:0], dout_2[5:2], s[1], dout_1[3:0]);
    mux4b2_1 m12(dout_1[15:12], { dout_1[0], dout_1[15:13] }, s[0], dout[15:12]);
    mux4b2_1 m13(dout_1[11:8], dout_1[12:9], s[0], dout[11:8]);
    mux4b2_1 m14(dout_1[7:4], dout_1[8:5], s[0], dout[7:4]);
    mux4b2_1 m15(dout_1[3:0], dout_1[4:1], s[0], dout[3:0]);
endmodule  
module s_reverse (
    input [3:0] sin,
    output wire [3:0] sout
);
    assign sout[3:0] = ~sin + 1;
endmodule  
module sar_data (
    input [15:0] din,
    input [3:0] s,
    output wire [15:0] dout
);
    wire [15:0] dec_out_0, dec_out_1;
    decoder_sar dec0(s, dec_out_0);
    decoder_rsh dec1(s, dec_out_1);
    assign dout = (din & dec_out_1) | ({ 16{ din[15] } } & dec_out_0);
endmodule  
module shr_data (
    input [15:0] din,
    input [3:0] s,
    output wire [15:0] dout
);
    wire [15:0] dec_out;
    decoder_rsh dec0(s, dec_out);
    assign dout = din & dec_out;
endmodule  
module univ_shift_reg (
    input clk, rstn, load,
    input [15:0] data_in,
    input [3:0] shift,
    input [2:0] mode,
    output reg [15:0] data_out
);
    reg [15:0] data;
    wire [15:0] data_shift;
    univ_shifter u0(data, shift, mode, data_shift);
    always @(posedge clk or negedge rstn) begin
        if (~rstn) begin
            data <= 16'b0;
        end
        else if (load)begin
            data <= data_in;
            data_out <= data_in;
        end
        else begin
            data <= data_shift;
            data_out <= data_shift;
        end
    end
endmodule  
module univ_shifter (
    input [15:0] data_in,
    input [3:0] shift,
    input [2:0] mode,
    output reg [15:0] data_out
);
    wire [15:0] din_lsh, din_shr, din_sar;
    wire [3:0] lshift;
    wire [15:0] dout_rol, dout_ror, dout_lsh, dout_shr, dout_sar;
    s_reverse a0(shift, lshift);
    lsh_data d1(data_in, shift, din_lsh);
    shr_data d2(data_in, shift, din_shr);
    sar_data d3(data_in, shift, din_sar);
    ror_shifter16 s0(data_in, lshift, dout_rol);
    ror_shifter16 s1(data_in, shift, dout_ror);
    ror_shifter16 s2(din_lsh, lshift, dout_lsh);
    ror_shifter16 s3(din_shr, shift, dout_shr);
    ror_shifter16 s4(din_sar, shift, dout_sar);
    always @(*) begin
        case (mode)
            3'b100: data_out <= dout_rol;
            3'b110: data_out <= dout_rol;
            3'b101: data_out <= dout_ror;
            3'b111: data_out <= dout_ror;
            3'b000: data_out <= dout_lsh;
            3'b010: data_out <= dout_lsh;
            3'b001: data_out <= dout_shr;
            3'b011: data_out <= dout_sar;
            default: data_out <= data_in;
        endcase
    end
endmodule  
```
**flow/constraint.sdc**
```tcl
current_design univ_shift_reg

set clk_period 2.8
set clk_io_pct 0.2

create_clock -name clk0 -period $clk_period [get_ports {clk}]

set non_clock_inputs [all_inputs -no_clocks]
set_input_delay [expr $clk_period * $clk_io_pct] -clock clk0 $non_clock_inputs
set_output_delay [expr $clk_period * $clk_io_pct] -clock clk0 [all_outputs]
```
**flow/config.mk**
```make
export PLATFORM = sky130hd
export DESIGN_NAME = univ_shift_reg
export DESIGN_NICKNAME = univ_shift_reg
export VERILOG_FILES = /design/flow/design.v
export SDC_FILE = /design/flow/constraint.sdc
export NUM_CORES = 4
export LEC_CHECK = 1
export CORE_UTILIZATION = 50
```
==> impl_metrics.toml <==
# implementation run metrics
[worst_setup_path]
crit_type = "in2reg"
end_kind = "register"
crit_fanout = 2
cp.required_ns = 2.82
crit_path_start_kind = "input pin"
cp.arrival_ns = 2.91
r2r_slack_ns = 0.08

[layout]
layout_top_cells = "153 x buf_4, 58 x mux2i_1, 42 x nand2_1"
lay_top_count = "buf_4"
final_util_pct = 73.4
drive_gt1_share_pct = 38.7
area_delta_synth_final_pct = 39.6
fillCellCount = 711

[cts]
clkSinkCount = 32
cts_made_buffers = 5
cts_buffer_depth = 2
cts.clk_slew.worst_paths_ns = 0.07
clock_latency_ns = 0.28
postCtsHoldBufs = 0
htreeDepth = 2
cts_tree = "done"
clockRootBuffer = "clkbuf_8"

[power]
total_power_w = 0.00279
peakVddDrop_v = 0.000271
powerDensity_nw_per_um2 = 382
leakagePower_nw = 2.94

[global_routing]
grt_max_degree = 49
overflow = 0
grt.total_usage_pct = 40.2
antenna_found_initial = 0
grt_pass1_wl_mm = 32.4
first_global_vias = 5646

[synth]
syn_avg_cell_area_um2 = 8.32
ys_seq_share_pct = 16.8
top_cell_area_share_pct = 12.2
async_flop_share_pct = 50.0
top_cells_by_area = "mux2i_1 12%, edfxtp_1 9.2%, mux4_2 9.0%, dfrtp_1 7.7%, mux2_2 4.5%"
ys_ff = 32
yosysWarnings = 6
synthCells = 629
synth-area-yosys_um2 = 5230
yosys.area.top_type = "mux2i_1"
flop_cell = "edfxtp_1"
ys_cells = 629
synthesis.area_um2 = 5230
synth.distinct_cells = 76
edf_count = 16

[drt]
first_pass_iters = 5
dr.first_iter.drc_count = 590
n_antenna_cell = 0
routedWlPerCell_um = 23.7
routed_wl_mm = 21.3
antenna_left = 0
dr_total_vias = 6077
drc = 0
avgViaCountPerCell = 6.75

[die]
ios = 42
die_h_um = 104
die_width_um = 104
num_rows = 36
core_um2 = 9950
fp-utilization_pct = 52.6
dieArea_um2 = 10900

[final_timing]
fmax_ghz = 0.345
period_used_pct = 103
fin_worst_skew_ns = 0.00745
rsz0062_at_grt = "yes"
setup_viol = 3
worst_slew_pin_slew_ns = 0.764
hold_viol = 0
finalWorstSetupSlack_ns = -0.0954
slew_headroom_pct = 48.4
period_minus_slack_ns = 2.90
drv_slew = 0

[placement]
hpwlAfterDp_mm = 15.7
gp_congestion = 1.11
port_buffers = 41
dp_slack_ns = -0.465

[hold_path]
hp-class = "in2async"

[outcome]
violations = "negative setup slack"
status = "finished with violations"

[job]
warnings = 32
max_cap_violations = 0
registers in the layout (all words and copies together) (netlist names):
signal / count
data: 16
data_out: 16
repair_timing:
item / 4_1_cts / 5_1_grt
endpoints found under the setup margin: 13 / 30
buffers inserted: 4 / 5
pin swaps: 12 / 20
gates resized: 17 / 60
final timing paths:
check | end | cells after the start | startpoint
worst max-delay path | data_out[13] | 8 | shift[3]
worst min-delay path | data[10] | 2 | rstn
worst max register to register | data_out[12] | 9 | data[12]
worst min register to register | data[14] | 6 | data[14]
max in group asynchronous | data[5] | 2 | rstn
min in group clk0 | data[4] | 3 | data_in[4]
routing by layer:
| layer | up-vias | share of wire [%] | GRT usage, % |
|---|---|---|---|
| met3 | 71 | 10 | 8.62 |
| met5 | - | 0 | 0 |
| met1 | 2900 | 41 | 58.5 |
| met4 | 0 | 3.9 | 11.5 |
| li1 | 2729 | - | - |
| met2 | 377 | 45 | 61.7 |
synth_stat cells, types with 14 or more instances:
library cell	instances
mux4_2	21
clkbuf_1	59
o211ai_1	15
nand2_1	43
nand3_1	22
nor3_1	14
dfrtp_1	16
nor2_1	40
inv_1	15
mux2i_1	64
a21oi_1	28
edfxtp_1	16
o21ai_0	29
mux2_2	21
critical path, stage by stage:
cell       delay, ns
buf_6           0.10
or4_4           0.56
nand2_4         0.11
mux4_2          0.52
mux2_4          0.29
a2111oi_4       0.28
nor3_1          0.08
or3b_1          0.40
power by group:
| group | leakage (nW) | internal (W) | switching (W) |
|---|---|---|---|
| registers | 0.339 | 0.000557 | 0.000123 |
| logic | 2.56 | 0.000891 | 0.000896 |
| clock network | 0.0391 | 0.000164 | 0.000158 |
final cells by class:
type | instances | area, µm² | share of cell area (%)
timing repair buffer | 211 | 1790 | 24.6
sequential | 32 | 881 | 12.1
clock inverter | 2 | 7.51 | 0.103
tap | 133 | 166 | 2.28
multi-input combinational | 502 | 4310 | 59.1
clock buffer | 5 | 68.8 | 0.942
inverter | 15 | 71.3 | 0.977
cell families after synthesis:
logic type	synth area share (%)
muxes	28.3
adders and majority gates	0.957
AOI/OAI and AO/OA	27.1
DFF	16.8
and+or+nand+nor	19.5
buffers and inverters	7.36
per-stage QoR:
stage,setup TNS [ns],area (µm²),instances,hold slack (ns)
2_1_floorplan,-7.61,5530,629,0.264
3_3_place_gp,-7.49,6830,884,0.980
3_5_place_dp,-8.29,6830,884,0.989
4_1_cts,-0.0564,7010,895,0.696
5_1_grt,-0.409,7300,900,0.758
6_report,-0.118,7300,900,0.737
Power is estimated from default activity; no workload was simulated.
